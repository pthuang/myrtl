[./run.sh]
#!/bin/bash
# OpenROAD 26Q1-2900-gdf79404cd8, Yosys 0.63+post, stock flow scripts
make -C /OpenROAD-flow-scripts/flow DESIGN_CONFIG=/design/flow/config.mk WORK_HOME=/design/flow/orfs finish
[./config.mk]
export PLATFORM = sky130hd
export DESIGN_NAME = m_spi
export DESIGN_NICKNAME = m_spi
export VERILOG_FILES = /design/flow/design.v
export SDC_FILE = /design/flow/constraint.sdc
export NUM_CORES = 4
export LEC_CHECK = 1
export CORE_UTILIZATION = 50
[./constraint.sdc]
current_design m_spi

set clk_period 5.2
set clk_io_pct 0.2

create_clock -name clk0 -period $clk_period [get_ports {user_clk}]

set non_clock_inputs [all_inputs -no_clocks]
set_input_delay [expr $clk_period * $clk_io_pct] -clock clk0 $non_clock_inputs
set_output_delay [expr $clk_period * $clk_io_pct] -clock clk0 [all_outputs]
[./design.v]
module m_spi # (
    parameter   [31:00]         USER_CLK_RATE    = 32'd100_000_000  ,  
    parameter   [31:00]         SPI_CLK_RATE     = 32'd2_500_000    ,  
    parameter   [00:00]         MCS_VALID_LEVEL  = 0                ,  
    parameter   [01:00]         SCK_MODE         = 2'b01            ,  
    parameter   [15:00]         AWIDTH           = 16               ,  
    parameter   [15:00]         DWIDTH           = 8                   
) ( 
    input                       user_clk                            ,  
    input                       user_rst                            ,  
    input                       i_rd_evt                            ,  
    input                       i_wr_evt                            ,  
    input       [DWIDTH-1:0]    i_wr_data                           ,  
    input       [AWIDTH-1:0]    i_addr                              ,  
    output reg                  o_rd_evt                            ,  
    output reg  [DWIDTH-1:0]    o_rd_data                           ,  
    output reg                  o_rw_done_evt                       ,  
    output reg                  mcs                                 ,  
    output reg                  sclk                                ,  
    output reg                  mosi                                ,  
    input                       miso                                   
);
    localparam  SCK_DIV         = USER_CLK_RATE/SPI_CLK_RATE/2  ;
    localparam  PAYLOAD_WIDTH   = AWIDTH + DWIDTH + 1           ;
    localparam  IDLE            = 3'b001                        ;
    localparam  BUSY            = 3'b010                        ;
    localparam  MASTER_OUT      = 3'b100                        ;
    reg         [04:00]             c_state                     ;
    reg         [04:00]             n_state                     ;
    reg         [PAYLOAD_WIDTH-1:0] tx_payload                  ;
    reg                             rd_en                       ;
    reg         [31:00]             cnt_mbusy                   ;
    reg         [31:00]             cnt_bit                     ;
    reg                             rw_mode                     ;  
    reg                             read_evt                    ;
    reg         [PAYLOAD_WIDTH-1:0] rx_payload                  ;
    always@(posedge user_clk or posedge user_rst) begin
        if(user_rst) begin
            c_state <=  IDLE;
        end else begin
            c_state <=  n_state;
        end
    end
    always@(*) begin
        case(c_state)
        IDLE       :
        begin
            if(i_wr_evt || i_rd_evt) begin
                n_state = BUSY;
            end else begin
                n_state = IDLE;
            end
        end
        BUSY        :
        begin
            if( (cnt_mbusy == (SCK_DIV - 1)) && (cnt_bit == (PAYLOAD_WIDTH - 1)) && (sclk == SCK_MODE[0])) begin
                n_state = MASTER_OUT;
            end else begin
                n_state = BUSY;
            end
        end
        MASTER_OUT :
        begin
            n_state = IDLE;
        end
        default:n_state = IDLE;
        endcase
    end
    always@(posedge user_clk or posedge user_rst) begin
        if(user_rst) begin
            tx_payload    <= 'h0;
            rd_en         <= 'd0;
            cnt_mbusy     <= 'h0;
            cnt_bit       <= 'h0;
            rw_mode       <= 'b0;
            read_evt      <= 'b0;
            rx_payload    <= 'h0;
            o_rd_evt      <= 'b0;
            o_rd_data     <= 'h0;
            o_rw_done_evt <= 'b0;
            mcs           <= 'b0;
            sclk          <= 'b0;
            mosi          <= 'b0;
        end else begin
            read_evt      <= 0;
            o_rd_evt      <= read_evt;
            o_rw_done_evt <= 0;
            case(c_state)
            IDLE        : 
            begin
                mcs     <= ~MCS_VALID_LEVEL;
                sclk    <=  SCK_MODE[1];
                cnt_bit <= 0;
                if(i_wr_evt) begin
                    tx_payload <= {1'b0,i_addr,i_wr_data};
                    mosi       <= 1'b0;  
                    if(MCS_VALID_LEVEL) begin
                        mcs <= 1;
                    end else begin
                        mcs <= 0; 
                    end
                    if(SCK_MODE[0]) begin  
                        sclk <= 0;
                    end else begin  
                        sclk <= 1; 
                    end
                end
                if(i_rd_evt) begin
                    rw_mode    <= 1;
                    tx_payload <= {1'b1,i_addr,{DWIDTH{1'b0}}};
                    mosi       <= 1'b1;  
                    if(SCK_MODE[0]) begin
                        sclk <= 0;
                    end else begin
                        sclk <= 1;
                    end
                end
            end
            BUSY : 
            begin
                mcs <= MCS_VALID_LEVEL; 
                if(cnt_mbusy == (SCK_DIV - 1)) begin
                    cnt_mbusy <= 'h0;
                end else begin
                    cnt_mbusy <= cnt_mbusy + 1; 
                end
                if (cnt_mbusy == (SCK_DIV - 1)) begin
                    sclk <=  ~sclk;
                    if(sclk == SCK_MODE[0]) begin
                        if(cnt_bit == (PAYLOAD_WIDTH - 1)) begin
                            cnt_bit <=  0;
                            mcs     <= ~MCS_VALID_LEVEL;
                            sclk    <=  SCK_MODE[1];
                        end else begin
                            cnt_bit <=  cnt_bit + 1; 
                        end
                    end
                    if(sclk == SCK_MODE[0]) begin 
                        mosi       <= tx_payload[PAYLOAD_WIDTH-1]; 
                    end else begin
                        tx_payload <= {tx_payload[PAYLOAD_WIDTH-2:0],1'b0};
                    end
                end
                if (rw_mode) begin
                    if (cnt_mbusy == (SCK_DIV - 2)) begin
                        rd_en   <=  ~rd_en;
                    end
                end
                if(cnt_mbusy == 0 && rd_en) begin 
                    rx_payload <= {rx_payload[PAYLOAD_WIDTH-2:0],miso}; 
                end
            end
            MASTER_OUT  : 
            begin
                mcs     <= ~MCS_VALID_LEVEL;
                sclk    <=  SCK_MODE[1];
                rw_mode <=  0;
                o_rw_done_evt <= 1;
                if(rw_mode) begin
                    read_evt  <= 1;
                    o_rd_data <= rx_payload[DWIDTH-1:0];
                end
            end
            default:
            begin
                tx_payload <= 'h0;
                rd_en      <= 'd0;
                cnt_mbusy  <= 'h0;
                cnt_bit    <= 'h0;
                rw_mode    <= 'b0;
                read_evt   <= 'b0;
                o_rd_evt   <= 'b0;
                o_rd_data  <= 'h0;
                mcs        <= 'b0;
                sclk       <= 'b0;
                mosi       <= 'b0;
            end
            endcase 
        end
    end 
endmodule
==> run_results.csv <==
group,metric,value,unit
floorplanning,placementRows,38,
synthesis,yosysTopAreaCell,"dfrtp_1",
final_timing,fmax,366,MHz
place,gp_congestion,0.823,
floorplanning,dieArea,0.0119,sq mm
detailed_routing,drt_iter0_drc,338,
outcome,status,"finished, final reports clean",
worst_setup_path,r2r_cells,8,
synthesis,top_area_share,50.2,%
cts,htreeDepth,4,
global_route,antenna_found_initial,0,
detailed_routing,diodes,0,
power_and_ir_drop,p_leak,2.84,nW
detailed_routing,wire_per_inst,15.6,um
synthesis,ys_cells,599,
power_and_ir_drop,vdd_drop_max,390,uV
synthesis,synth_area,0.00573,sq mm
final_timing,finalSetupViolations,0,
synthesis,async_flop_share,100,%
floorplanning,core,0.0110,sq mm
global_route,groute.usage.overall,22.9,%
synthesis,syn_inst,599,
detailed_routing,wirelength,12.2,mm
finish,syn2layout_area_growth,18.5,%
cts,cts_sinks,116,
worst_setup_path,arrival,2.99,ns
final_timing,slew_violations,0,
floorplanning,io_pins,42,
synthesis,ys_top_cells_by_area,"dfrtp_1 50%, o21ai_0 5.8%, nand2_1 4.2%, nor2_1 3.6%, a22oi_1 3.1%",
cts,cts-root-buf,"clkbuf_16",
floorplanning,dieWidth,109,um
global_route,grt_overflow,0,
synthesis,flop_cell,"dfrtp_1",
global_route,grt_pass1_wl,20.9,mm
place,hpwl,7.75,mm
global_route,grt_pass1_vias,4379,
cts,clk_pin_slew,0.05,ns
worst_hold_path,hold_depth,1,
synthesis,ys_seq_share,50.6,%
place,placedCellCount,754,
detailed_routing,drc_errors,0,
finish,drive_above_1_share,8.88,%
place,pre_cts_ws,2.06,ns
worst_setup_path,path_class,"input port to register",
cts,cts_tree,"done",
detailed_routing,viasPerCell,5.88,
power_and_ir_drop,p_per_area,305,mW/mm^2
cts,cts_max_path_buffers,2,
synthesis,syn_avg_cell_area,9.57,sq um
synthesis,ys.flops,116,
final_timing,max_slew.worst_pin.slew,0.815,ns
cts,post-cts-setup-buffers,0,
final_timing,rsz0062_at_grt,"no",
synthesis,yosys-stat-area,0.00573,sq mm
final_timing,clock_skew,0.00679,ns
worst_setup_path,crit_fanout,50,
global_route,grt_max_degree,53,
final_timing,fin_crit_sh,52.5,%
detailed_routing,ant_nets,0,
detailed_routing,num_vias,4597,
cts,ctsHoldBuffers,0,
worst_hold_path,hold_path.class,"register to register",
finish,finalNonFillerCells,782,
detailed_routing,first_pass_iters,6,
final_timing,maxSlewHeadroom,45.3,%
cts,clk_latency,0.41,ns
worst_setup_path,startpoint_type,"input port",
floorplanning,initCoreUtil,52.2,%
synthesis,yosys_warnings,1,
synthesis,synth_cell_type_count,57,
floorplanning,dieHeight,109,um
final_timing,min_period,2.73,ns
cts,cts_buffers,17,
place,port_buffers,41,
worst_setup_path,cp.required,5.46,ns
final_timing,tns,0,ns
worst_setup_path,crit_path_end_kind,"register",
cts,cts_resized,0,
job,drv_cap,0,
job,tool_warnings,29,
final_timing,finalHoldViolCount,0,
synthesis,synth-edff-count,0,
final_timing,worst_slack,2.47,ns
## through the flow
stage	hold WS [ns]	power (W)	cell area, sq um	utilization (%)
detailed placement	0.460	0.000963	6220	56.6
floorplan	0.355	0.000934	5730	-
global placement	0.450	0.000963	6220	56.6
CTS	0.471	0.00210	6790	61.9
finish	0.467	0.00207	6790	61.9
global route	0.500	0.00214	6790	61.9
## final timing paths
check	start	end	slack, ns
hold reg to reg	read_evt$_DFF_PP0_	o_rd_evt$_DFF_PP0_	0.47
max in group asynchronous	user_rst	o_rd_data[2]$_DFFE_PP0P_	3.28
min in group asynchronous	user_rst	cnt_bit[3]$_DFFE_PP0P_	0.95
setup reg to reg	cnt_bit[0]$_DFFE_PP0P_	cnt_bit[0]$_DFFE_PP0P_	2.51
hold / removal	read_evt$_DFF_PP0_	o_rd_evt$_DFF_PP0_	0.47
setup / recovery	i_rd_evt	tx_payload[21]$_DFFE_PP0P_	2.47
## power breakdown
part	internal, W	switching [W]	total [W]
registers	0.000905	0.000000271	0.000905
logic	0.0000198	0.0000213	0.0000412
clock network	0.000754	0.000370	0.00112
total	0.00168	0.000392	0.00207
## metal layers
metal | routed length (um) | up-vias | GRT usage [%]
met2 | 5660 | 103 | 35.0
met5 | 0 | - | 0
li1 | - | 2251 | -
met1 | 5870 | 2230 | 36.7
met3 | 535 | 13 | 4.20
met4 | 126 | 0 | 2.61
## critical path, cell delays in order
cell             delay [ns]
clkdlybuf4s50_1        0.48
nor2b_1                0.53
a21o_1                 0.26
o21bai_2               0.12
buf_4                  0.38
o21ai_0                0.17
## area by class of cell
| class | instances | area [sq um] |
|---|---|---|
| Multi-Input combinational cell | 436 | 2620 |
| Timing Repair Buffer | 48 | 463 |
| Clock buffer | 23 | 498 |
| Sequential cell | 116 | 2900 |
| Inverter | 14 | 55.1 |
| Tap cell | 140 | 175 |
| Fill cell | 874 | 4190 |
| Clock inverter | 5 | 75.1 |
## cells by family (layout without fill, tap and decap cells)
family                     after synthesis  in the layout  share of synthesized area (%)
muxes                                   10             10                           1.92
xor gates and xnor gates                29             29                           4.43
AOI/OAI and AO/OA                      154            154                           16.9
DFF                                    116            116                           50.6
and+or+nand+nor                        238            238                           21.3
buffers and inverters                   47             90                           3.73
adders and majority gates                5              5                           1.09
## synth_stat cells, types with 12 or more instances
cell type and number:
clkbuf_1 21, xor2_1 18, nor3_1 12, nand3_1 27
nor2_1 55, nand2_1 64, inv_1 13, nor4_1 16
nand4_1 17, a22oi_1 24, o31ai_1 22, dfrtp_1 115
o21ai_0 67
## cells in the final DEF, fill, tap and decap left out, types with 2 or more instances in the layout
cell             netlist  layout
dfrtp_1              115     115
o21ai_0               67      67
nand2_1               64      64
nor2_1                55      55
clkdlybuf4s50_1        0      41
nand3_1               27      27
a22oi_1               24      24
o31ai_1               22      22
xor2_1                18      18
nand4_1               17      17
clkbuf_16              0      17
nor4_1                16      16
nor3_1                12      12
inv_1                 13      12
xnor2_1               11      11
a22o_1                 9       9
a31oi_1                9       9
mux2_2                 8       8
a21oi_1                8       8
and4_1                 7       7
buf_4                  1       7
nor2b_1                6       6
and3_1                 6       6
and2_1                 5       5
ha_1                   5       5
clkbuf_8               1       5
or3_1                  4       4
nand2b_1               3       3
o41ai_1                3       3
clkinv_2               0       3
o22ai_1                2       2
nor3b_2                2       2
o21ai_1                3       2
nor4b_1                2       2
mux2i_1                2       2
a41oi_1                2       2
bufinv_16              0       2
## state kept, by name, indices dropped and copies added, names as in the netlist
register       cells
cnt_bit           32
mosi               1
rd_en              1
o_rw_done_evt      1
read_evt           1
mcs                1
o_rd_data          8
cnt_mbusy         32
rx_payload         8
rw_mode            1
tx_payload        25
o_rd_evt           1
sclk               1
c_state            3
No activity file was given, so power comes from the tool's default toggle rates.
