### flow/config.mk
export PLATFORM = sky130hd
export DESIGN_NAME = pulse_extend
export DESIGN_NICKNAME = pulse_extend
export VERILOG_FILES = /design/flow/design.v
export SDC_FILE = /design/flow/constraint.sdc
export NUM_CORES = 4
export LEC_CHECK = 1
export CORE_UTILIZATION = 30
### flow/constraint.sdc
current_design pulse_extend

set clk_period 9.9
set clk_io_pct 0.2

create_clock -name clk0 -period $clk_period [get_ports {clk}]

set non_clock_inputs [all_inputs -no_clocks]
set_input_delay [expr $clk_period * $clk_io_pct] -clock clk0 $non_clock_inputs
set_output_delay [expr $clk_period * $clk_io_pct] -clock clk0 [all_outputs]
### flow/design.v
`timescale 1ns / 1ps
module pulse_delay ( 
    input  logic        clk             ,  
    input  logic        rst             ,  
    input  logic        pulse_in        ,  
    input  logic[31:00] delay_num       ,  
    output logic        pulse_out          
);
    logic       [01:00] pulse_in_r      ;  
    logic       [31:00] delay_number_r  ;  
    logic       [31:00] cnt_delay0      ;  
    logic       [31:00] cnt_delay1      ;  
    always_ff @(posedge clk) begin
        pulse_in_r <= {pulse_in_r[0], pulse_in};
        delay_number_r <= delay_num; 
    end 
    always_ff @(posedge clk or posedge rst) begin 
        if (rst) begin
            cnt_delay0 <= 0;
            cnt_delay1 <= 0;
            pulse_out  <= 0;
        end else begin
            if (pulse_in_r == 2'b01) begin  
                cnt_delay0 <= 1;
            end else if (cnt_delay0 == delay_number_r-1) begin
                cnt_delay0 <= 0;
            end else if (|cnt_delay0) begin
                cnt_delay0 <= cnt_delay0 + 1;
            end else begin
                cnt_delay0 <= cnt_delay0;
            end 
            if (pulse_in_r == 2'b10) begin  
                cnt_delay1 <= 1;
            end else if (cnt_delay1 == delay_number_r-1) begin
                cnt_delay1 <= 0;
            end else if (|cnt_delay1) begin 
                cnt_delay1 <= cnt_delay1 + 1; 
            end else begin 
                cnt_delay1 <= cnt_delay1; 
            end 
            if (cnt_delay0 == delay_number_r-1) begin
                pulse_out <= 1;
            end else if (cnt_delay1 == delay_number_r-1) begin
                pulse_out <= 0; 
            end else begin
                pulse_out <= pulse_out; 
            end 
        end
    end
endmodule
module pulse_extend  # (
    parameter PERIOD  = 32'h12BFFFFF       
) ( 
    input               clk             ,  
    input               rst             ,  
    input               pulse_in        ,  
    input       [31:00] extend_num_l    ,  
    input       [31:00] extend_num_r    ,  
    output logic        pulse_out          
); 
    logic       [31:00] delay_num       ;    
    logic               pulse_ex_left   ;
    logic               pulse_ex_right  ; 
    always_ff @(posedge clk) begin
        delay_num   <= PERIOD - extend_num_l;
    end
    pulse_delay pulse_delay ( 
        .clk            ( clk               ),  
        .rst            ( rst               ),  
        .pulse_in       ( pulse_in          ),  
        .delay_num      ( delay_num         ),  
        .pulse_out      ( pulse_ex_left     )   
    );
    pulse_hold pulse_hold ( 
        .clk            ( clk               ),  
        .rst            ( rst               ),  
        .pulse_in       ( pulse_in          ),  
        .hold_num       ( extend_num_r      ),  
        .pulse_out      ( pulse_ex_right    )   
    );
    assign pulse_out = (pulse_ex_left || pulse_ex_right); 
endmodule
module pulse_hold ( 
    input               clk             ,  
    input               rst             ,  
    input               pulse_in        ,  
    input       [31:00] hold_num        ,  
    output logic        pulse_out          
); 
    logic               pulse_r         ;
    logic       [31:00] hold_num_r      ;    
    logic               pulse_rising    ;
    logic               pulse_falling   ;
    logic               hold_en         ;
    logic       [31:00] cnt_hold        ; 
    always_ff @(posedge clk) begin
        pulse_r    <= pulse_in;
        hold_num_r <= hold_num; 
    end
    assign pulse_rising  = ((~pulse_r) && pulse_in);
    assign pulse_falling = (pulse_r && (~pulse_in));
    always_ff @(posedge clk or posedge rst) begin 
        if(rst) begin
            hold_en     <= 0;
            cnt_hold    <= 0;
            pulse_out   <= 0;
        end else begin
            if(pulse_falling) begin
                hold_en <= 1;
            end else if(pulse_rising || (cnt_hold == hold_num_r-1)) begin  
                hold_en <= 0;
            end else begin 
                hold_en <= hold_en;
            end 
            if(hold_en) begin
                cnt_hold <= (cnt_hold == hold_num_r-1) ? 0 : (cnt_hold + 1);
            end else begin
                cnt_hold <= 'h0;
            end 
            if(pulse_rising) begin 
                pulse_out <= 1'b1; 
            end else if(cnt_hold == hold_num_r-1) begin 
                pulse_out <= 1'b0;
            end else begin
                pulse_out <= pulse_out; 
            end 
        end
    end
endmodule
### flow/run.sh
#!/bin/bash
# OpenROAD 26Q1-2900-gdf79404cd8, Yosys 0.63+post, stock flow scripts
make -C /OpenROAD-flow-scripts/flow DESIGN_CONFIG=/design/flow/config.mk WORK_HOME=/design/flow/orfs finish
==> out/metrics.cfg <==
[run_status]
status = completed

[clocking]
cts_buffers = 17
cts.clk_slew.worst_paths_ns = 0.08
root_buffer = clkbuf_16
htreeDepth = 4
clk_path_buf_depth = 2
clock_latency_ns = 0.44
cts_setup_buffers = 0
cts_tree = built
clock_sinks = 197
hold_buffers = 0
post_cts_resized = 0

[route]
drtPass1Iterations = 5
via_per_inst = 5.12
drt_iter0_drc = 447
wl_um = 28000
ant_nets = 0
diodes = 0
wl_per_cell_um = 16.4
drc_errors = 0
via_count = 8711

[layout]
syn_to_final_growth_pct = 14.7
logic_area_mm2 = 0.00587
area.sequential_mm2 = 0.00444
nFillCells = 3591
drive_above_1_share_pct = 5.97

[logic_synthesis]
yosysWarnings = 3
aoi_share_pct = 9.54
synth_cell_type_count = 87
synth-seq-area-share_pct = 41.1
simple_gate_share_pct = 27.2
ys_area_mm2 = 0.0108
syn_area_per_cell_um2 = 8.98
yosys_cells = 1203
topCombFamilyByArea = simple AND/OR/NAND/NOR gates
top_cell = nor2_1
topCellsByArea = dfrtp_1 23%, dfxtp_1 18%, xnor2_1 8.7%
yosys.area.top_type = dfrtp_1
synthCells = 1203
adder_share_pct = 1.03
ys.flop_type = dfrtp_1
synthMuxAreaShare_pct = 0.660
edf_count = 0
synthXorXnorAreaFrac_pct = 15.8
async_flop_share_pct = 50.3
synth_flop_count = 197
ys_top_cells_by_count = 128 x nor2_1, 107 x xnor2_1, 99 x dfrtp_1
syn-cell-area_mm2 = 0.0108
yosys.area.top_type_share_pct = 22.9

[global_route]
grt_overflow = 0
grt.total_usage_pct = 15.8
grt_pass1_wl_um = 44700
grt_pass1_vias = 8288
grt_max_degree = 57
antenna_found_initial = 0

[setup_path]
reg2regPathDepth = 10
critical_path.endpoint_type = register
path_delay_family = simple AND/OR/NAND/NOR gates
worstPathArrival_ns = 4.10
crit_buf_inv = 2
cpPeakStageDelay_ns = 0.70
criticalPathCategory = reg -> reg
r2r_slack_ns = 6.08
crit_fanout = 30
worstPathRequired_ns = 10.19
startpoint_type = register
path_cells = inv_1 > ha_1 > nand4_1 > o31a_1 > or4_1 > nor4_1 > nand4_1 > o21ai_2 > buf_4 > nor3_1
r2r-start = pulse_delay.delay_number_r[0]
crit_top_cell = nand4_1
timing.rr.end = pulse_delay.cnt_delay0[2]
cp_slowest_cell = nand4_1

[min_path]
min_path_cells = 0
min-delay-start = delay_num[1]
hp-class = reg -> reg
worstHoldEndpoint = pulse_delay.delay_number_r[1]

[timing]
whs_ns = 0.319
finalClockPeriodUsage_pct = 38.6
timing.final.hold_violations = 0
max_freq_mhz = 262
maxSlewViolCount = 0
setup_violations = 0
finalClockSkew_ns = 0.0144
finalSetupTns_ns = 0
min_period_ns = 3.82
rsz0062_at_grt = false
maxSlewHeadroom_pct = 44.4
timing_worst_slew_pin_value_ns = 0.827

[floorplanning]
die_x_um = 192
fp_util_pct = 30.5
rows = 69
num_io_pins = 68
die_h_um = 192
chip_area_mm2 = 0.0368
core_mm2 = 0.0355

[placed_design]
io_buffers = 67
routabilityCongestion = 0.997
dpl.hpwl_um = 20800

[pwr]
peakVddDrop_mv = 0.111
power.leakage_nw = 4.71
p_per_area_mw_per_mm2 = 147

[flow_run]
warning_count = 27
cap_viol_max_count = 0

## power by group
part / leakage, nW / switching (W) / total [W] / internal, W
sequential: 2.19 / 0.0000689 / 0.000910 / 0.000841
clock: 0.278 / 0.000326 / 0.000671 / 0.000346
combinational: 2.24 / 0.000120 / 0.000240 / 0.000120
total: 4.71 / 0.000515 / 0.00182 / 0.00131
## cells in the final DEF, fill, tap and decap left out, types with 15 or more instances in the layout
| cell | count |
|---|---|
| a21oi_1 | 15 |
| and3_1 | 23 |
| clkbuf_16 | 18 |
| clkdlybuf4s50_1 | 67 |
| dfrtp_1 | 99 |
| dfxtp_1 | 98 |
| inv_1 | 56 |
| nand2_1 | 62 |
| nand3_1 | 51 |
| nand4_1 | 32 |
| nor2_1 | 128 |
| nor2b_1 | 19 |
| nor3_1 | 66 |
| nor4_1 | 37 |
| o21ai_0 | 26 |
| or4_1 | 20 |
| xnor2_1 | 107 |
| xor2_1 | 80 |
## cell type report
class                   count  area share, %
inverters                  57           1.75
flip-flops and latches    197           35.8
clock buffers              19           3.66
multi-input cells         880           47.4
clock inverters            13          0.919
repair buffers             74           5.83
well taps                 461           4.65
## registers in the layout, summed over array words and instances (netlist names)
name / count
pulse_delay.pulse_in_r: 2
pulse_delay.pulse_out: 1
pulse_hold.pulse_out: 1
pulse_hold.hold_num_r: 32
pulse_hold.hold_en: 1
pulse_delay.cnt_delay1: 32
delay_num: 32
pulse_delay.delay_number_r: 32
pulse_delay.cnt_delay0: 32
pulse_hold.cnt_hold: 32
## worst max-delay path by stage
stage	startpoint	end	slack, ns	cells past startpoint
6_report	pulse_delay.delay_number_r[0]	pulse_delay.cnt_delay0[2]	6.08	10
5_1_grt	pulse_delay.delay_number_r[0]	pulse_delay.pulse_out	5.77	11
4_1_cts	pulse_delay.delay_number_r[0]	pulse_delay.cnt_delay0[2]	6.13	11
## metal layers
layer	share of wire [%]	routed length, µm	vias up	global-route usage (%)
li1	-	-	4308	-
met1	47	13000	4132	23.1
met2	45	12600	225	24.4
met3	5.4	1510	46	2.80
met4	2.8	781	0	4.15
met5	0	0	-	0
## per-stage QoR
stage	worst slack [ns]	util (%)	total power (W)	cells	instance area, µm²
finish	6.08	34.9	0.00182	1701	12400
global route	5.77	34.9	0.00191	1701	12400
CTS	6.13	34.9	0.00184	1701	12400
detailed placement	6.14	33.3	0.00117	1669	11800
global placement	6.19	33.3	0.00117	1669	11800
floorplan	5.33	-	0.00107	1203	10800
## cells by family after synthesis
kind of cell | after synthesis
simple gates | 534
flops | 197
xor+xnor | 190
compound gates | 140
buf+inv | 126
fa+ha+maj | 9
mux | 7
Power is estimated from default activity; no workload was simulated.
